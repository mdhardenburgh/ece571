==> flow/design.v <==
module DivisibleByFour(Divisible, YT, YO);
    input wire[3:0] YT, YO;
    output wire Divisible;
    wire[24:0] div;
    assign div[24] = ~YT[3] & (~YT[2]) & (~YT[1]) & (~YT[0]) & (~YO[3]) & (~YO[2]) & (~YO[1]) & (~YO[0]);  
    assign div[0] = (~YT[3]) & (~YT[2]) & (~YT[1]) & (~YT[0]) & (~YO[3]) & (YO[2]) & (~YO[1]) & (~YO[0]);  
    assign div[1] = (~YT[3]) & (~YT[2]) & (~YT[1]) & (~YT[0]) & (YO[3]) & (~YO[2]) & (~YO[1]) & (~YO[0]);  
    assign div[2] = ~YT[3] & ~YT[2] & ~YT[1] & YT[0] & ~YO[3] & ~YO[2] & YO[1] & (~YO[0]);  
    assign div[3] = ~YT[3] & ~YT[2] & ~YT[1] & YT[0] & ~YO[3] & YO[2] & YO[1] & (~YO[0]);  
    assign div[4] = ~YT[3] & ~YT[2] & YT[1] & ~YT[0] & ~YO[3] & ~YO[2] & ~YO[1] & (~YO[0]);  
    assign div[5] = ~YT[3] & ~YT[2] & YT[1] & ~YT[0] & ~YO[3] & YO[2] & ~YO[1] & (~YO[0]);  
    assign div[6] = ~YT[3] & ~YT[2] & YT[1] & ~YT[0] & YO[3] & ~YO[2] & ~YO[1] & (~YO[0]);  
    assign div[7] = ~YT[3] & ~YT[2] & YT[1] & YT[0] & ~YO[3] & ~YO[2] & YO[1] & (~YO[0]);  
    assign div[8] = ~YT[3] & ~YT[2] & YT[1] & YT[0] & ~YO[3] & YO[2] & YO[1] & (~YO[0]);  
    assign div[9] = ~YT[3] & YT[2] & ~YT[1] & ~YT[0] & ~YO[3] & ~YO[2] & ~YO[1] & (~YO[0]);  
    assign div[10] = ~YT[3] & YT[2] & ~YT[1] & ~YT[0] & ~YO[3] & YO[2] & ~YO[1] & (~YO[0]);  
    assign div[11] = ~YT[3] & YT[2] & ~YT[1] & ~YT[0] & YO[3] & ~YO[2] & ~YO[1] & (~YO[0]);  
    assign div[12] = ~YT[3] & YT[2] & ~YT[1] & YT[0] & ~YO[3] & ~YO[2] & YO[1] & (~YO[0]);  
    assign div[13] = ~YT[3] & YT[2] & ~YT[1] & YT[0] & ~YO[3] & YO[2] & YO[1] & (~YO[0]);  
    assign div[14] = ~YT[3] & YT[2] & YT[1] & ~YT[0] & ~YO[3] & ~YO[2] & ~YO[1] & (~YO[0]);  
    assign div[15] = ~YT[3] & YT[2] & YT[1] & ~YT[0] & ~YO[3] & (YO[2]) & ~YO[1] & (~YO[0]);  
    assign div[16] = ~YT[3] & YT[2] & YT[1] & ~YT[0] & YO[3] & (~YO[2]) & ~YO[1] & (~YO[0]);  
    assign div[17] = ~YT[3] & YT[2] & YT[1] & YT[0] & ~YO[3] & ~YO[2] & YO[1] & (~YO[0]);  
    assign div[18] = ~YT[3] & YT[2] & YT[1] & YT[0] & ~YO[3] & YO[2] & YO[1] & (~YO[0]);  
    assign div[19] = YT[3] & ~YT[2] & ~YT[1] & ~YT[0] & ~YO[3] & ~YO[2] & ~YO[1] & (~YO[0]);  
    assign div[20] = YT[3] & ~YT[2] & ~YT[1] & ~YT[0] & ~YO[3] & YO[2] & ~YO[1] & (~YO[0]);  
    assign div[21] = YT[3] & ~YT[2] & ~YT[1] & ~YT[0] & YO[3] & ~YO[2] & ~YO[1] & (~YO[0]);  
    assign div[22] = YT[3] & ~YT[2] & ~YT[1] & YT[0] & ~YO[3] & ~YO[2] & YO[1] & (~YO[0]);  
    assign div[23] = YT[3] & ~YT[2] & ~YT[1] & YT[0] & ~YO[3] & YO[2] & YO[1] & (~YO[0]);  
    assign Divisible = div[0] | div[1] | div[2] | div[3] | div[4] | div[5] | div[6] |
                      div[7] | div[8] | div[9] | div[10] | div[11] | div[12] | div[13] |
                      div[14] | div[15] | div[16] | div[17] | div[18] | div[19] | div[20] |
                      div[21] | div[22] | div[23] | div[24];
endmodule
module IsZero(Zero, BCD);
    output Zero;
    input[3:0] BCD;
    assign Zero = (~BCD[3]) & (~BCD[2]) & (~BCD[1]) & (~BCD[0]);
endmodule
module LeapYear(LY, YM, YH, YT, YO);
    input wire[3:0] YM, YH, YT, YO;
    output reg LY;
    wire[2:0] lowerDigits;
    wire[2:0] upperDigits;
    wire[1:0] finalOrWire;
    DivisibleByFour lowerDigDiv(lowerDigits[0], YT, YO);
    IsZero isYOzero0(lowerDigits[1], YO);
    IsZero isYTzero0(lowerDigits[2], YT);
    assign finalOrWire[0] = lowerDigits[0] & (~(lowerDigits[1] & lowerDigits[2]));
    DivisibleByFour upperDigDiv(upperDigits[0], YM, YH);
    IsZero isYOzero1(upperDigits[1], YO);
    IsZero isYTzero1(upperDigits[2], YT);
    assign finalOrWire[1] = upperDigits[0] & upperDigits[1] & upperDigits[2];
    assign LY = finalOrWire[0] | finalOrWire[1];
endmodule
==> flow/run.sh <==
#!/bin/bash
# OpenROAD 26Q1-2900-gdf79404cd8, Yosys 0.63+post, stock flow scripts
make -C /OpenROAD-flow-scripts/flow DESIGN_CONFIG=/design/flow/config.mk WORK_HOME=/design/flow/orfs finish
==> flow/config.mk <==
export PLATFORM = sky130hd
export DESIGN_NAME = LeapYear
export DESIGN_NICKNAME = LeapYear
export VERILOG_FILES = /design/flow/design.v
export SDC_FILE = /design/flow/constraint.sdc
export NUM_CORES = 4
export LEC_CHECK = 1
export CORE_AREA = 10 10 70 70
export DIE_AREA = 0 0 80 80
==> flow/constraint.sdc <==
current_design LeapYear

set clk_period 1.7
set clk_io_pct 0.2

create_clock -name clk0 -period $clk_period

set non_clock_inputs [all_inputs -no_clocks]
set_input_delay [expr $clk_period * $clk_io_pct] -clock clk0 $non_clock_inputs
set_output_delay [expr $clk_period * $clk_io_pct] -clock clk0 [all_outputs]
==> run notes <==
fresh numbers from the pnr run: outcome finished clean, seq_cells 0, site row count 21, Peak VDD IR between 0.02 and 0.025 mV, final setup fails 0, worst hold stages 4, Die Height approximately 80 µm, CP required 1.36 ns, share of cells above drive strength 1 between 10% and 20%, placed cells ~76, vias in the first global route just under 200, fp_density 2.60%, Critical Path AT between 1 and 1.5 ns, Fin Setup TNS 0 ns, Max-slew headroom 85.6%, Hold Fails Final Rpt 0, cell count in the Yosys report 13, DR DRC count 0, distinct lib cells 10, Flop area 0 µm², Tmin final between 1.5 and 2 ns, total core area between 3000 and 4000 µm², fin cells 76, register share after synthesis 0%, wire per inst around 8.4 µm, initial DRC count 0, Post-Route WL between 600 and 700 µm, Hold Path Origin YT[1], Max Cap Viol 0, largest net degree at the start of global routing 4, Worst Path Max Fanout 1, vias after detailed routing around 170, global route total overflow 0, Netlist Area Pre-Place between 80 and 90 µm², Hold Path End LY, kind of critical path primary input to output port, Worst-Margin Slew 0.215 ns, Vias/cell around 2.2, RSZ-0062 raised after global routing false, overall routing resource usage between 2 and 2.5%, Crit. End Element output port, Placer Congestion 0.674, Leakage roughly 0.15 nW, Die X around 80 µm, Tool Warnings 32, Syn-to-layout area delta 258%, FMAX between 600 and 700 MHz, # diodes 0, Syn Area/Cell around 6.8 µm², Chip Area, Yosys roughly 89 µm², Pwr Density roughly 150 nW/µm², chip area 6400 µm², Slew Limit Fails 0, HPWL after detailed placement between 600 and 700 µm, global-route wire length before repair a little over 1000 µm, drt pass-1 iters 1, DRT antenna net count 0, I/O Buffers 17, initial antenna violation count 0, worst hold path type primary input to output port, clkbuf count 0, I/O pins 17, Syn Inst Count 13, Worst setup SP type primary input, cycle use final a little over nine tenths, Ys Warns 1, Post-CTS Setup Repair Bufs 0
[logic make-up (layout without fill, tap and decap cells)]
group | Yosys count | in the layout | share of synthesized area [%]
and+or+nand+nor | 4 | 4 | 31.0
AOI/OAI and AO/OA | 8 | 8 | 64.8
buffers and inverters | 1 | 18 | 4.22
[report_power, final]
part           switching (mW)  total [mW]  leakage, nW  internal, mW
logic                  0.0151      0.0480        0.146        0.0329
registers                   0           0            0             0
clock network               0           0            0             0
total                  0.0151      0.0480        0.146        0.0329
[placed cells by master, fill, tap and decap left out]
cell type	count
dlygate4sd2_1	6
clkdlybuf4s50_1	6
dlymetal6s2s_1	4
and3b_1	2
o211ai_1	2
nor4_1	1
a21oi_1	1
nor2_1	1
o21ai_1	1
a21oi_2	1
a211oi_2	1
o21ai_2	1
inv_1	1
a31oi_1	1
buf_2	1
[through the flow]
stage / instance area, µm² / total power [mW] / utilization, % / setup WS [ns] / hold slack [ns]
3_5_place_dp: 317 / 0.0546 / 9.27 / -0.437 / 1.69
4_1_cts: 308 / 0.0501 / 9.01 / 0.00379 / 1.24
2_1_floorplan: 88.8 / 0.00928 / - / 0.634 / 0.771
6_report: 318 / 0.0480 / 9.30 / 0.0687 / 1.10
5_1_grt: 318 / 0.0525 / 9.30 / 0.00366 / 1.14
3_3_place_gp: 317 / 0.0533 / 9.27 / -0.398 / 1.69
[how the worst max path moves through the flow]
stage | start | to | slack [ns]
CTS | YO[2] | LY | 0.004
global route | YM[1] | LY | 0.004
finish | YM[1] | LY | 0.07
[worst max-delay path, cell delays in order]
cell and delay (ns):
clkdlybuf4s50_1 0.39, o21ai_1 0.14, o211ai_1 0.12, a31oi_1 0.18
buf_2 0.12
[layer usage]
| metal | global-route usage (%) | vias to the layer above | part of all wire [%] |
|---|---|---|---|
| met4 | 0 | 0 | 0 |
| met2 | 3.61 | 9 | 49 |
| met1 | 2.31 | 68 | 37 |
| met3 | 0.909 | 0 | 14 |
| met5 | 0 | - | 0 |
| li1 | - | 89 | - |
[cells in the mapped netlist, drive strengths merged]
| master | n | area share, % |
|---|---|---|
| a21oi | 2 | 11 |
| and3b | 2 | 20 |
| o211ai | 2 | 17 |
| o21ai | 2 | 15 |
| a211oi | 1 | 14 |
| a31oi | 1 | 7.0 |
| inv | 1 | 4.2 |
| nor2 | 1 | 4.2 |
| nor4 | 1 | 7.0 |
[cell type report]
type | instances | area [µm²]
fill | 402 | 3100
inverter | 1 | 3.75
multi-input combinational | 12 | 88.8
tap | 46 | 57.6
timing repair buffer | 17 | 168
[timing repair]
item,CTS,global route
pin swaps,4,5
resized,11,4
endpoints found under the setup margin,1,1
hold buffers,0,0
No activity file was given, so power comes from the tool's default toggle rates.

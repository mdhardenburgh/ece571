==> /design/flow/design.v <==
module fa(y, cOut, a, b, c);
    input wire a, b, c;
    output wire y, cOut;
    assign #1 y = c^(a^b);
    assign #1 cOut = (a&b) | (a&c) | (b&c);
endmodule
module rca #(parameter  WIDTH = 8)
(
    output wire[WIDTH-1:0] y, 
    output wire cOut,
    input wire[WIDTH-1:0] a, 
    input wire[WIDTH-1:0] b,
    input wire c
);
    wire[WIDTH-2:0] carry;
    fa first(.y(y[0]), .cOut(carry[0]), .a(a[0]), .b(b[0]), .c(c));
    genvar i;
    generate
        for(i = 1; i < (WIDTH - 1); i++)
        begin: gen_adders
            fa adder(.y(y[i]), .cOut(carry[i]), .a(a[i]), .b(b[i]), .c(carry[i-1]));
        end
    endgenerate
    fa last(.y(y[WIDTH-1]), .cOut(cOut), .a(a[WIDTH-1]), .b(b[WIDTH-1]), .c(carry[WIDTH-2]));
endmodule
module PAdder
(
    input logic Clock,
    output logic[31:0] S,
    output logic CO,
    input logic[31:0] A, B,
    input logic CI
);
    logic[7:0] sum0;
    logic[31:0] pipeline0Sum;
    logic carry0;
    logic pipeline0Carry;
    logic[31:0] pipeline0A;
    logic[31:0] pipeline0B;
    logic[7:0] sum1;
    logic[31:0] pipeline1Sum;
    logic carry1;
    logic pipeline1Carry;
    logic[31:0] pipeline1A;
    logic[31:0] pipeline1B;
    logic[7:0] sum2;
    logic carry2;
    logic[31:0] pipeline2Sum;
    logic pipeline2Carry;
    logic[31:0] pipeline2A;
    logic[31:0] pipeline2B;
    logic[7:0] sum3;
    logic carry3;
    logic[31:0] pipeline3A;
    logic[31:0] pipeline3B;
    rca adder0(sum0, carry0, A[7:0], B[7:0], CI);
    pipelineStage stage0(Clock, {24'b0, sum0}, carry0, A, B, pipeline0Sum, pipeline0Carry, pipeline0A, pipeline0B);
    rca adder1(sum1, carry1, pipeline0A[15:8], pipeline0B[15:8], pipeline0Carry);
    pipelineStage stage1(Clock, {16'b0, sum1, pipeline0Sum[7:0]}, carry1, pipeline0A, pipeline0B, pipeline1Sum, pipeline1Carry, pipeline1A, pipeline1B);
    rca adder2(sum2, carry2, pipeline1A[23:16], pipeline1B[23:16], pipeline1Carry);
    pipelineStage stage2(Clock, {8'b0, sum2, pipeline1Sum[15:0]}, carry2, pipeline1A, pipeline1B, pipeline2Sum, pipeline2Carry, pipeline2A, pipeline2B);
    rca adder3(sum3, carry3, pipeline2A[31:24], pipeline2B[31:24], pipeline2Carry);
    pipelineStage stage3(Clock, {sum3, pipeline2Sum[23:0]}, carry3, pipeline2A, pipeline2B, S, CO, pipeline3A, pipeline3B);
endmodule
module pipelineStage
(
    input logic Clock,
    input logic[31:0] inputSum,
    input logic carryOut,
    input logic[31:0] inputPipelineA,
    input logic[31:0] inputPipelineB,
    output logic[31:0] outputSum,
    output logic carryIn,
    output logic[31:0] outputPipelineA,
    output logic[31:0] outputPipelineB
);
    always@(posedge Clock)
    begin
        outputSum <= inputSum;
        carryIn <= carryOut;
        outputPipelineA <= inputPipelineA;
        outputPipelineB <= inputPipelineB;
    end
endmodule
==> /design/flow/run.sh <==
#!/bin/bash
# OpenROAD 26Q1-2900-gdf79404cd8, Yosys 0.63+post, stock flow scripts
make -C /OpenROAD-flow-scripts/flow DESIGN_CONFIG=/design/flow/config.mk WORK_HOME=/design/flow/orfs finish
==> /design/flow/config.mk <==
export PLATFORM = sky130hd
export DESIGN_NAME = PAdder
export DESIGN_NICKNAME = PAdder
export VERILOG_FILES = /design/flow/design.v
export SDC_FILE = /design/flow/constraint.sdc
export NUM_CORES = 4
export LEC_CHECK = 1
export CORE_UTILIZATION = 50
==> /design/flow/constraint.sdc <==
current_design PAdder

set clk_period 3.2
set clk_io_pct 0.2

create_clock -name clk0 -period $clk_period [get_ports {Clock}]

set non_clock_inputs [all_inputs -no_clocks]
set_input_delay [expr $clk_period * $clk_io_pct] -clock clk0 $non_clock_inputs
set_output_delay [expr $clk_period * $clk_io_pct] -clock clk0 [all_outputs]
==> design notes <==
The highest clock rate this design can be run at is 306 MHz. Synthesized instance count: 252. The tools report the arrival time reported for the critical path endpoint as 3720 ps. In this run the core area contains 33 standard-cell rows. The violation tally recorded at the end of detailed-routing iteration 0 is 18. In the Yosys report the total cell count is 252. At the later pin of the worst-skew pair, clock insertion delay measures 500 ps. The logs give 8030 µm for the first-pass GRT wire length and 4 for the maximum level of the CTS H-tree.

The actual transition at the worst max-transition pin was 266 ps. The report lists the power per cell area as 780 nW/µm². The report lists the cells along the critical path as inv_2, fa_2, inv_1, fa_2, fa_2, fa_2, fa_2, fa_2, fa_2, inv_2, fa_1, inv_1.

After synthesis, the largest area contributor takes up 82.0% of total cell area. The count of nets left with antenna violations after detail routing came out at 0. The clock transition at the registers of the reported paths works out to 70 ps. By area the synthesized netlist is led by dfxtp_1 (82%), fa_1 (15%), inv_1 (3.4%).

I/O pin count: 99. Among all flip-flop cells after synthesis, the most frequent one is dfxtp_1. The beginning of the critical path was stage2.outputPipelineA[24].

Among all cell types in the netlist, the one instantiated most often is dfxtp_1. The area of the die was 9170 µm². OpenSTA lists the critical path endpoint as stage3.outputSum[31]. The number of antenna violations at the first check in global routing is 0. In the routed design, unresolved DRC markers number 0.

The max-slew headroom at the worst pin is 82.3%, and the worst setup margin is -69.3 ps. TritonCTS built the clock tree. The logs give 4830 µm for the final wirelength and 52.7% for the starting utilization of the core area. The CTS report gives the tree buffer count as 17. Clock tree synthesis selected as its root buffer the cell clkbuf_8.

With the fraction of registers with async set/reset at 0%, the worst path required time is 3650 ps. Measured along the x axis, the die boundary spans 95.7 µm. The number of distinct library cells after synthesis is 3, and the maximum cell stage delay along the critical path is 390 ps. In the global route stage, overall resource usage came out at 12.6%. The top fanout value on the critical path was 1. The post-layout minimum cycle time came out at 3270 ps.

The post-layout total power is 4.80 mW. The type of the worst min-delay path was reg -> reg. The endpoint kind of the worst setup timing path is a register. Layout-stage area growth over the synthesis result: 40.2%. Of the synthesized area, sequential elements account for 82.0%. The run gives 180 for the number of clock sinks.

The script logs the ratio of routed vias to standard cells as 3.95. For this run, the detailed router's first-pass iteration total came to 2. The count of warning messages emitted by the tools works out to 29.

Most numerous cell on the critical path: fa_2. The region available for standard cell placement spans 8340 µm². The timing report shows that the slowest cell on the worst path is fa_2. For reference, the final report shows the max-slew violation count at 0. For the worst reg-to-reg path, the startpoint reported by OpenROAD is stage2.outputPipelineA[24]. The worst setup path is launched from a register. Input and output buffers added on the ports amount to 98. Of all cell types, the one taking the most synthesized area is dfxtp_1. The run gives 0 as the number of failing hold endpoints at the final stage. Static leakage power: 2.61 nW.

Once synthesis finished, the tally of register bits stood at 180. In the placement report, post-DP HPWL is listed as 3260 µm. For the final number of setup-violating endpoints, the log shows 3.

The final reports fail on setup timing. Sorting the synthesized cells by how often they occur yields dfxtp_1 (180), inv_1 (40), fa_1 (32). Routability-driven placement finished with a final weighted congestion of 0.748. The run finished, with violations left. The script logs the mean routed wire length per placed instance as 9.91 µm.

STA reports a reg2reg setup slack of -70 ps. A synthesized cell averages 17.4 µm². Measured along the y axis, the die boundary spans 95.7 µm. The routed layout has 1922 vias. The peak supply drop is 0.585 mV. The post-synth count of flops with an enable pin is 0. Entering global routing, the biggest net connects 19 pins.

Setup repair after global routing could not meet its margin everywhere. In this run, post-CTS hold repair placed 0 buffers. The share of layout cells above drive strength 1 was 19.9%.

The post-route fraction of the period consumed by the critical path came out at 102%. The repair_antennas step left the layout with diodes totalling 0. The synthesized netlist occupies a cell area of 4390 µm².

For the area reported by Yosys stat, the log shows 4390 µm². Per the repair_timing log after CTS, setup buffers inserted total 0. The tools report the leftover overflow at the end of global routing as 0. The endpoint identified for the worst register-to-register timing path is stage3.outputSum[31].

The run reported a max-capacitance violation count of 0. For the number of global-route vias before repair, the log shows 1888. The count of warnings emitted by yosys is 1, and the final design utilization is 73.9%. Looking at the clock tree report, the maximum root-to-sink buffer count equals 2. The worst-case clock skew came out at 6.41 ps. STA shows the worst reg2reg path with a cell count of 12.

The worst setup path is of the reg -> reg kind.
## logic make-up (layout without fill, tap and decap cells)
logic type | count (synthesis) | count (layout) | synth area share (%)
adder cells (fa/ha/maj) | 32 | 32 | 14.6
buffers and inverters | 40 | 170 | 3.42
flip-flops | 180 | 180 | 82.0
## critical path: cells and delay by family, from the launching register on
family,cells,cell delay (ps)
flops,1,310
fa+ha+maj,8,2690
buf+inv,4,220
## layout make-up
type / instances / area [µm²]
clock buffer: 18 / 428
clock inverter: 14 / 134
fill: 552 / 2180
inverter: 40 / 168
multi-input combinational: 32 / 708
sequential: 180 / 3600
tap: 105 / 131
timing repair buffer: 98 / 986
## what timing repair did
| item | CTS | global route |
|---|---|---|
| endpoints found under the setup margin | 7 | 7 |
| pin swaps | 14 | 12 |
| gates resized | 23 | 8 |
| hold endpoints to repair | 0 | 0 |
## worst min-delay path by stage
| stage | end | start | cells after the start |
|---|---|---|---|
| finish | stage1.outputPipelineB[20] | stage0.outputPipelineB[20] | 0 |
| global route | stage3.outputSum[17] | stage2.outputSum[17] | 0 |
| CTS | stage1.outputPipelineB[19] | stage0.outputPipelineB[19] | 0 |
## where the power goes
group          internal, mW  total, mW  switching (mW)
clock network          1.02       1.88           0.862
registers              2.52       2.59          0.0697
logic                 0.254      0.335          0.0812
total                  3.79       4.80            1.01
## stage by stage
stage          instance area [µm²]  setup WS [ps]  setup TNS (ps)  hold slack [ps]  std cells
5_1_grt                       6160           -195            -606              325        487
4_1_cts                       6150           -129            -357              325        487
6_report                      6160          -69.3            -181              324        487
3_5_place_dp                  5580           -948           -3110              312        455
2_1_floorplan                 4470           -280            -472              310        252
3_3_place_gp                  5580           -916           -2960              310        455
## flip-flops by register name, summed over array words and instances (netlist names), 16 cells and up
register / flops
stage1.outputSum: 16
stage3.outputSum: 32
stage0.outputPipelineA: 24
stage1.outputPipelineA: 16
stage2.outputSum: 24
stage0.outputPipelineB: 24
stage1.outputPipelineB: 16
## layer usage
layer	share of wire (%)	vias up	track usage (%)	wire length, µm
met5	0	-	0	0
li1	-	968	-	-
met2	47	71	19.5	2270
met1	41	875	17.6	1960
met3	11	8	6.18	510
met4	1.7	0	1.87	80
## cell usage in the layout (no fill, tap or decap), types with 2 or more instances in the layout
master | netlist | layout
clkinv_2 | 0 | 2
clkbuf_16 | 0 | 16
dfxtp_1 | 180 | 179
fa_1 | 32 | 5
inv_8 | 0 | 5
fa_2 | 0 | 27
inv_6 | 0 | 5
dlygate4sd2_1 | 0 | 2
inv_2 | 0 | 11
buf_6 | 0 | 2
clkbuf_8 | 0 | 2
inv_1 | 40 | 27
clkdlybuf4s50_1 | 0 | 93
Power is estimated from default activity; no workload was simulated.

File: flow/design.v
module fa(y, cOut, a, b, c);
    input wire a, b, c;
    output wire y, cOut;
    assign #1 y = c^(a^b);
    assign #1 cOut = (a&b) | (a&c) | (b&c);
endmodule
module multiply #(parameter WIDTH = 8)
(
    input[WIDTH-1:0] multiplicand,  
    input[WIDTH-1:0] multiplier,  
    output[(WIDTH*2)-1:0] product  
);
    parameter productBitWidth = (WIDTH*2)-1;
    parameter lastCoutIndex = WIDTH-2;
    parameter numRCA = WIDTH-1;
    parameter lastRcaIndex = WIDTH-2;
    wire[WIDTH-1:0][WIDTH-1:0] partialProducts;
    wire[lastRcaIndex:0][WIDTH-1:0] rcaInputA;
    wire[lastRcaIndex:0][WIDTH-1:0] rcaInputB;
    wire[lastRcaIndex:0][WIDTH-1:0] rcaOutput;
    wire[lastCoutIndex:0] cOut;
    genvar i;
    generate
        for(i = 0; i < WIDTH; i++)
        begin: gen_partial_products
            assign #1 partialProducts[i] = multiplicand&({WIDTH{multiplier[i]}});
        end
    endgenerate
    generate
        for(i = 0; i < numRCA; i++)
        begin
            rca #(.WIDTH(WIDTH)) adder(rcaOutput[i], cOut[i], rcaInputA[i], rcaInputB[i], 1'b0);
        end
    endgenerate
    generate
        for(i = 0; i < numRCA; i++)
        begin
            assign rcaInputA[i] = partialProducts[i+1];
        end
    endgenerate
    assign rcaInputB[0] = {1'b0, partialProducts[0][WIDTH-1:1]};
    generate
        for(i = 1; i < numRCA; i++)
        begin
            assign rcaInputB[i] = {cOut[i-1], rcaOutput[i-1][WIDTH-1:1]};
        end
    endgenerate
    assign product[0] = partialProducts[0][0];
    generate
        for(i = 1; i < (WIDTH-1); i++)
        begin
            assign product[i] = rcaOutput[i-1][0];
        end
    endgenerate
    generate
        for(i = 0; i < WIDTH; i++)
        begin
            assign product[WIDTH-1+i] = rcaOutput[lastRcaIndex][i];
        end
    endgenerate
    assign product[productBitWidth] = cOut[lastCoutIndex];
endmodule
module rca #(parameter  WIDTH = 8)
(
    output wire[WIDTH-1:0] y, 
    output wire cOut,
    input wire[WIDTH-1:0] a, 
    input wire[WIDTH-1:0] b,
    input wire c
);
    wire[WIDTH-2:0] carry;
    fa first(.y(y[0]), .cOut(carry[0]), .a(a[0]), .b(b[0]), .c(c));
    genvar i;
    generate
        for(i = 1; i < (WIDTH - 1); i++)
        begin: gen_adders
            fa adder(.y(y[i]), .cOut(carry[i]), .a(a[i]), .b(b[i]), .c(carry[i-1]));
        end
    endgenerate
    fa last(.y(y[WIDTH-1]), .cOut(cOut), .a(a[WIDTH-1]), .b(b[WIDTH-1]), .c(carry[WIDTH-2]));
endmodule
File: flow/run.sh
#!/bin/bash
# OpenROAD 26Q1-2900-gdf79404cd8, Yosys 0.63+post, stock flow scripts
make -C /OpenROAD-flow-scripts/flow DESIGN_CONFIG=/design/flow/config.mk WORK_HOME=/design/flow/orfs finish
File: flow/config.mk
export PLATFORM = sky130hd
export DESIGN_NAME = multiply
export DESIGN_NICKNAME = multiply
export VERILOG_FILES = /design/flow/design.v
export SDC_FILE = /design/flow/constraint.sdc
export NUM_CORES = 4
export LEC_CHECK = 1
export CORE_UTILIZATION = 40
File: flow/constraint.sdc
current_design multiply

set clk_period 12.9
set clk_io_pct 0.2

create_clock -name clk0 -period $clk_period

set non_clock_inputs [all_inputs -no_clocks]
set_input_delay [expr $clk_period * $clk_io_pct] -clock clk0 $non_clock_inputs
set_output_delay [expr $clk_period * $clk_io_pct] -clock clk0 [all_outputs]
==> out/qor.json <==
{
  "highest_layer": {"value": "met3"},
  "vias": {"value": 1065},
  "post_drt_wl_per_cell": {"value": 9.32, "unit": "um"},
  "sequential_cell_area": {"value": 0, "unit": "um^2"},
  "post_synth.cell_area_avg": {"value": 9.95, "unit": "um^2"},
  "rsz0062_at_grt": {"value": "true"},
  "grt_remaining_overflow": {"value": 0},
  "worstPathArrival": {"value": 10.88, "unit": "ns"},
  "floorplan.rows": {"value": 22},
  "crit_path_start_kind": {"value": "input port"},
  "run_status": {"value": "complete, but fails checks"},
  "count_of_pins_over_their_slew_limit": {"value": 0},
  "violated_checks": {"value": "negative setup slack"},
  "worst-slew-pin-transition": {"value": 0.276, "unit": "ns"},
  "openroad.warnings": {"value": 35},
  "synth.comb.largest_family": {"value": "adder cells"},
  "crit_path_max_fanout": {"value": 4},
  "port-buffer-count": {"value": 32},
  "post_synth_mux_area_share": {"value": 0},
  "compound_area_frac": {"value": 0},
  "logic_area": {"value": 0.00154, "unit": "mm^2"},
  "critical_path_required": {"value": 10.32, "unit": "ns"},
  "synth.yosys.chip_area": {"value": 0.00164, "unit": "mm^2"},
  "critical_path.endpoint_type": {"value": "output port"},
  "post_route_minimum_period": {"value": 13.46, "unit": "ns"},
  "die_area": {"value": 0.00436, "unit": "mm^2"},
  "most_common_cell": {"value": "fa_1"},
  "place_hpwl": {"value": 2.23, "unit": "mm"},
  "min_path_cells": {"value": 3},
  "antenna-diode-count": {"value": 0},
  "post-route-worst-setup-slack": {"value": -0.563, "unit": "ns"},
  "netlist_instances": {"value": 165},
  "topCellsByArea": {"value": "fa_1 (59%), and2_1 (18%), buf_4 (6.9%), inv_1 (6.9%), ha_1 (6.1%)"},
  "detail_route.drc_violations": {"value": 0},
  "netlist.top_cell.by_area": {"value": "fa_1"},
  "p_per_area": {"value": 205, "unit": "mW/mm^2"},
  "final.setup.tns": {"value": -1.35, "unit": "ns"},
  "yosys_warnings": {"value": 0},
  "flow.area_growth_from_synthesis": {"value": 28.5, "unit": "%"},
  "hold_viol_final": {"value": 0},
  "dr_wl_met3": {"value": 74, "unit": "um"},
  "post_synth_xor_area_fraction": {"value": 0},
  "number_of_fill_cells": {"value": 331},
  "hold_path.class": {"value": "input port to output port"},
  "routed_wirelength": {"value": 2.26, "unit": "mm"},
  "min_hold_slack": {"value": 5.81, "unit": "ns"},
  "ys_cells": {"value": 165},
  "die_height": {"value": 66.1, "unit": "um"},
  "grt_start_max_net_pins": {"value": 9},
  "flops": {"value": 0},
  "syn-cell-area": {"value": 0.00164, "unit": "mm^2"},
  "layout-drive-gt1-share": {"value": 0.412},
  "maxCapViolCount": {"value": 0},
  "p_leak": {"value": 0.902, "unit": "nW"},
  "fmaxAchievable": {"value": 74.3, "unit": "MHz"},
  "min_to": {"value": "product[0]"},
  "synth.top_cells.by_count": {"value": "fa_1 (48), and2_1 (46), inv_1 (30), nand2_1 (18), buf_4 (15)"},
  "timing.max_slew.rel_slack": {"value": 0.815},
  "final_setup_vio_count": {"value": 4},
  "synth.cellmix.adderShare": {"value": 0.646},
  "grt_first_pass_wirelength": {"value": 4.48, "unit": "mm"},
  "floorplan.die.width": {"value": 66.1, "unit": "um"},
  "n_clock_buffer": {"value": 0},
  "antenna_left": {"value": 0},
  "first_global_vias": {"value": 1093},
  "num_io_pins": {"value": 32},
  "simple_gate_area_frac": {"value": 0.216},
  "worst-setup-path-type": {"value": "input port to output port"},
  "viasPerCell": {"value": 4.40},
  "track_usage": {"value": 0.134},
  "netlist-cell-type-count": {"value": 6},
  "min_from": {"value": "multiplier[0]"},
  "fp.coreArea": {"value": 0.00380, "unit": "mm^2"},
  "length_of_routed_wiring_on_met1": {"value": 1.07, "unit": "mm"},
  "placer_congestion_estimate": {"value": 0.769},
  "postSynthSeqShare": {"value": 0},
  "first_iter_violations": {"value": 13},
  "yosys.area.top_type_share": {"value": 0.585},
  "cts_hold_buffers": {"value": 0},
  "part_of_the_cycle_the_worst_path_needs": {"value": 1.04},
  "drt_pre_antenna_iters": {"value": 2},
  "init_core_util": {"value": 0.432},
  "met2_wirelength": {"value": 1.11, "unit": "mm"},
  "vdd_drop_max": {"value": 103, "unit": "uV"},
  "grt_antenna_before_repair": {"value": 0}
}
==> power by group <==
part	total, mW	leakage [nW]	internal (mW)	switching [mW]
Clock	0	0	0	0
Sequential	0	0	0	0
Combinational	0.433	0.902	0.263	0.170
Total	0.433	0.902	0.263	0.170
==> per-stage QoR <==
step                      utilization  area [um^2]  worst slack [ns]  cells  power (mW)
final                           0.555         2110            -0.563    242       0.433
after global routing            0.555         2110            -0.801    242       0.517
after CTS                       0.551         2090            -0.720    242       0.454
after detailed placement        0.552         2100             -1.47    241       0.470
after global placement          0.552         2100             -1.45    241       0.463
after floorplan                     -         1750            -0.471    165       0.375
==> worst max-delay path by stage <==
stage	cells after the start	slack (ns)	startpoint	to
CTS	25	-0.72	multiplier[0]	product[14]
global route	27	-0.80	multiplier[0]	product[14]
finish	27	-0.56	multiplier[0]	product[14]
==> metal layers <==
| layer | global-route usage | up-vias |
|---|---|---|
| li1 | - | 518 |
| met1 | 0.217 | 528 |
| met2 | 0.217 | 19 |
| met3 | 0.0227 | 0 |
| met4 | 0 | 0 |
| met5 | 0 | - |
==> kinds of logic after synthesis <==
| family | after synthesis |
|---|---|
| simple gates | 64 |
| fa+ha+maj | 56 |
| buf+inv | 45 |
==> critical path, cell delays in order <==
cell and delay [ns]:
buf_8 0.10, and2_4 0.15, ha_4 0.15, fa_2 0.33
fa_2 0.44, fa_2 0.37, fa_2 0.34, fa_2 0.35
fa_2 0.36, fa_2 0.34, fa_1 0.49, fa_2 0.41
fa_1 0.55, fa_2 0.46, fa_2 0.40, fa_2 0.37
fa_2 0.39, inv_2 0.06, fa_1 0.42, inv_2 0.07
fa_2 0.18, inv_2 0.03, fa_1 0.48, inv_2 0.04
fa_2 0.39, fa_2 0.54, buf_2 0.08
==> what timing repair did <==
| item | in CTS | in global routing |
|---|---|---|
| pin swaps | 42 | 12 |
| gates resized | 44 | 7 |
| cloned | 0 | 0 |
| setup endpoints to repair | 6 | 5 |
| setup buffers | 1 | 0 |
==> placed cells by master, fill, tap and decap left out, types with 5 or more instances in the layout <==
master / n
buf_2: 5
and2_1: 41
fa_1: 8
and2_4: 5
buf_4: 11
ha_1: 7
nand2_1: 18
inv_2: 14
fa_2: 40
clkdlybuf4s50_1: 22
inv_1: 16
==> area by class of cell <==
type	instances	area share
timing repair buffer	44	0.187
inverter	30	0.0534
multi-input combinational	120	0.731
tap	48	0.0285
Power figures rest on the tool's default switching activity, not on a simulated workload.
